===== /design/flow/run.sh =====
#!/bin/bash
# OpenROAD 26Q1-2900-gdf79404cd8, Yosys 0.63+post, stock flow scripts
make -C /OpenROAD-flow-scripts/flow DESIGN_CONFIG=/design/flow/config.mk WORK_HOME=/design/flow/orfs finish

===== /design/flow/config.mk =====
export PLATFORM = sky130hd
export DESIGN_NAME = rs232
export DESIGN_NICKNAME = rs232
export VERILOG_FILES = /design/flow/design.v
export SDC_FILE = /design/flow/constraint.sdc
export NUM_CORES = 4
export LEC_CHECK = 1
export CORE_UTILIZATION = 50

===== /design/flow/constraint.sdc =====
current_design rs232

set clk_period 55.8
set clk_io_pct 0.2

create_clock -name clk0 -period $clk_period [get_ports {clk}]

set non_clock_inputs [all_inputs -no_clocks]
set_input_delay [expr $clk_period * $clk_io_pct] -clock clk0 $non_clock_inputs
set_output_delay [expr $clk_period * $clk_io_pct] -clock clk0 [all_outputs]

===== /design/flow/design.v =====
module Low_Pass_Filter_4ENC
(
	output logic sig_filter,	
	input signal,	
	input [13:0] r_LPF_threshold_enc,   
	input clk, 
	input reset
);
	parameter N = 13 ;		
	logic [N-1 : 0] counter;							 
	logic reset_counter;							
	logic LPF_threshold;
	logic [4:0] q;
	always @(posedge clk)
		begin
			if(reset)
				begin
					q 				<= 5'b0;
					sig_filter 		<= signal;
					reset_counter 	<= 0;
					LPF_threshold 	<= 0;
				end
			else 
				begin
					q[4:0] 				<= {q[3:0], signal};
					if (LPF_threshold) 	sig_filter <= q[4];
					reset_counter 		<= q[1]^q[0];
					LPF_threshold 		<= (counter[N-1: 0] >= r_LPF_threshold_enc);
				end
		end
	always @(posedge clk)
		begin
			if(reset | reset_counter)
				counter <= 0;
			else 
				if (~counter[N-1]) counter <= counter + 1;
		end
endmodule
`timescale 1ns/100ps
module rs232(
	input logic clk,
	input logic rst,
	input logic[13:0] r_LPF_threshold,
	input logic rx,
	output logic tx,
	output logic[7:0] rx_data
);
	logic rx_finish;
	typedef enum{START, RX_START, NUM_BITS, RECEIVE, COMPLETE, RW_REG_F, TX_REQ_1, TX_ACK_1, TX_REQ_2, TX_ACK_2, TX_REQ_3, TX_ACK_3, TX_REQ_4, TX_ACK_4} state_t;
	state_t ps, ns;
	always_ff @(posedge clk) begin
		if(rst)
			ps <= START;
		else	
			ps <= ns;
	end
	logic rx_filter;
	Low_Pass_Filter_4ENC Low_Pass_Filter_4ENC_1(
		.clk(clk),
		.reset(rst),
		.signal(rx),
		.r_LPF_threshold_enc(r_LPF_threshold),  
		.sig_filter(rx_filter)  
	);
	logic s_signal, d_signal, rx_neg;
	always_ff @(posedge clk) begin
		if(rst) begin
			s_signal <= 1'b1;
			d_signal <= 1'b1;
			rx_neg <= 1'b0;
		end
		else begin
			{d_signal, s_signal} <= {s_signal, rx_filter};
			rx_neg <= ~s_signal & d_signal;
		end
	end
	logic rst_bit_cnt, bit_flag;
	logic[5:0] bit_cnt;
	always_ff @(posedge clk) begin
		if(rst | rst_bit_cnt)
			bit_cnt <= 0;
		else if(bit_flag)
			bit_cnt <= bit_cnt + 1;
	end
	logic[15:0] baud_cnt;
	logic BAUD_CNT_MAX, BAUD_CNT_MAX_HALF;
	assign BAUD_CNT_MAX = baud_cnt >= 16'b0000010100010110;  
	assign BAUD_CNT_MAX_HALF = baud_cnt == 16'b0000001010001011;  
	logic rst_baud_cnt;
	always_ff @(posedge clk) begin
		if(rst | rst_baud_cnt)
			baud_cnt <= 0;
		else	
			baud_cnt <= baud_cnt + 1;
	end
	always_ff @(posedge clk) begin
		if(rst)
			rx_data <= 0;
		else if(bit_flag) begin  
			rx_data <= {rx, rx_data[7:1]}; 
		end
	end
	logic rst_chk_sum_temp, add_chk_sum, load_chk_sum;
	logic[7:0] chk_sum_temp;
	logic[7:0] chk_sum;
	always_ff @(posedge clk) begin
		if(rst | rst_chk_sum_temp)
			chk_sum_temp <= 0;
		else if(add_chk_sum)  
			chk_sum_temp <= chk_sum_temp + rx_data;
	end
	logic rst_pkg_cnt, pkg_ready;
	logic[2:0] pkg_cnt;
	always_ff @(posedge clk) begin
		if(rst | rst_pkg_cnt)
			pkg_cnt <= 3'b000;
		else if(rx_finish)
			pkg_cnt <= pkg_cnt + 1;
	end
	logic[7:0] head;
	logic[7:0] addr1;
	logic[7:0] addr2;
	logic[7:0] data1;
	logic[7:0] data2;
	logic[7:0] r_w;
	logic[7:0] tail;
	always_ff @(posedge clk) begin
		if(rst) begin
			head <= 0;
			addr1 <= 0;
			addr2 <= 0;
			data1 <= 0;
			data2 <= 0;
			r_w <= 0;
			chk_sum <= 0;
			tail <= 0;
		end
		else if(rx_finish) begin
			tail <= rx_data;
			if(pkg_ready == 0)
				chk_sum <= tail;
			else if(load_chk_sum)
				chk_sum <= chk_sum_temp;
			r_w <= chk_sum;
			data2 <= r_w;
			data1 <= data2;
			addr2 <= data1;
			addr1 <= addr2;
			head <= addr1;
		end
	end
	logic write;
	logic[7:0] addr, data, data_r;
	logic[7:0] reg_file [255:0];
	assign addr = {addr1[3:0], addr2[3:0]};  
	assign data = {data1[3:0], data2[3:0]};  
	always_ff @(posedge clk) begin
		if(write)
			reg_file[addr] <= data;
	end
	assign data_r = reg_file[addr];
	logic rst_tx_idx, inc_tx_idx;
	logic[1:0] tx_idx;
	logic[7:0] tx_data;
	logic[7:0] tx_data_temp [3:0];
	assign tx_data_temp[0] = 8'h02;
	assign tx_data_temp[1] = {4'h3, data_r[7:4]};
	assign tx_data_temp[2] = {4'h3, data_r[3:0]};
	assign tx_data_temp[3] = 8'h03;
	always_ff @(posedge clk) begin
		if(rst | rst_tx_idx) begin
			tx_data <= 0;
			tx_idx <= 0;
		end
		else if(inc_tx_idx) begin
			tx_idx <= tx_idx + 1;
			tx_data <= tx_data_temp[tx_idx];
		end
	end
	logic tx_ack, tx_req;
	rs232_tx rs232_tx_u1(
		.clk(clk),
		.rst(rst),
		.tx_req(tx_req),  
		.tx_data(tx_data),  
		.tx_ack(tx_ack),  
		.tx(tx)   
	);
	always_comb begin
		rst_baud_cnt = 0;
		rst_bit_cnt = 0;
		bit_flag = 0;
		rx_finish = 0;
		rst_pkg_cnt = 0;
		pkg_ready = 0;
		write = 0;
		rst_tx_idx = 0;
		inc_tx_idx = 0;
		tx_req = 0;
		rst_chk_sum_temp = 0;
		add_chk_sum = 0;
		load_chk_sum = 0;
		ns = ps;
		case(ps)
			START: 
				begin
					rst_tx_idx = 1;
					rst_chk_sum_temp = 1;
					ns = RX_START;
				end
			RX_START:  
				begin
					if(rx_neg)
						ns = NUM_BITS;
				end
			NUM_BITS:
				begin
					rst_baud_cnt = 1;
					if(bit_cnt > 8)  
						ns = COMPLETE;
					else
						ns = RECEIVE;
				end
			RECEIVE:
				begin  
					if(BAUD_CNT_MAX_HALF)
						bit_flag = 1;
					if(BAUD_CNT_MAX)
						ns = NUM_BITS;
				end
			COMPLETE:
				begin
					rst_bit_cnt = 1;
					rx_finish = 1;
					if(pkg_cnt == 7) begin
						load_chk_sum = 1;
						rst_pkg_cnt = 1;
						pkg_ready = 1;
						rst_chk_sum_temp = 1;
						ns = RW_REG_F;
					end
					if(pkg_cnt < 6) begin
						add_chk_sum = 1;
						ns = RX_START;
					end
					if(pkg_cnt == 6) begin
						ns = RX_START;
					end
				end
			RW_REG_F:
				begin
					if(r_w[0] == 1) begin
						write = 1;  
						ns = RX_START;
					end
					else 
						ns = TX_REQ_1;
				end
			TX_REQ_1:
				begin  
					tx_req = 1;
					inc_tx_idx = 1;
					ns = TX_ACK_1;
				end
			TX_ACK_1:
				begin  
					if(tx_ack == 1)
						ns = TX_REQ_2;
				end
			TX_REQ_2:
				begin
					tx_req = 1;
					inc_tx_idx = 1;
					ns = TX_ACK_2;
				end
			TX_ACK_2:
				begin
					if(tx_ack == 1)
						ns = TX_REQ_3;
				end
			TX_REQ_3:
				begin
					tx_req = 1;
					inc_tx_idx = 1;
					ns = TX_ACK_3;
				end
			TX_ACK_3:
				begin
					if(tx_ack == 1)
						ns = TX_REQ_4;
				end
			TX_REQ_4:
				begin
					tx_req = 1;
					inc_tx_idx = 1;
					ns = TX_ACK_4;
				end
			TX_ACK_4:
				begin
					if(tx_ack == 1)
						ns = START;
				end
		endcase
	end
endmodule
`timescale 1ns/100ps
module rs232_tx(
	input logic clk,
	input logic rst,
	input logic tx_req,  
	input logic[7:0] tx_data,  
	output logic tx_ack,  
	output logic tx   
);
	logic bdcnt_rst, load_tx_data, shift_enable, bit_rst;
	logic[4:0] bit_cnt;
	logic[9:0] shift_reg;
	logic[11:0] baud_cnt, BAUD_CNT_MAX;
	typedef enum{IDLE, CHK_REQ, LD_TX_DATA, CHK_BIT_CNT, TRANS, COMP} state_t;
	state_t ps, ns;
	assign BAUD_CNT_MAX = 11'b10100010110;
	always_ff @(posedge clk) begin
		if(rst | bdcnt_rst)
			baud_cnt <= #1 12'b000000000000;
		else 
			baud_cnt <= #1 baud_cnt + 1;
	end
	always_ff @(posedge clk) begin
		if(rst | bit_rst)
			bit_cnt <= #1 5'b00000;
		else if(shift_enable)
			bit_cnt <= #1 bit_cnt + 1;
	end
	always_ff @(posedge clk) begin
		if(rst) begin
			tx <= 1'b1;
			shift_reg <= #1 10'b0000000000;
		end
		else if(load_tx_data)  
			shift_reg <= #1 {1'b1, tx_data[7:0], 1'b0};
		else if(shift_enable) 
			{shift_reg, tx} <= #1 {1'b1, shift_reg};
	end
	always_ff @(posedge clk) begin
		if(rst)
			ps <= IDLE;
		else
			ps <= ns;
	end
	always_comb begin
		bdcnt_rst = 0;
		load_tx_data = 0;
		shift_enable = 0;
		bit_rst = 0;
		tx_ack = 0;
		ns = ps;
		case(ps)
			IDLE:
				begin
					ns = CHK_REQ;
				end
			CHK_REQ:
				begin
					if(tx_req)
						ns = LD_TX_DATA;
				end
			LD_TX_DATA:
				begin  
					load_tx_data = 1;
					ns = CHK_BIT_CNT;
				end
			CHK_BIT_CNT:
				begin  
					if(bit_cnt == 10) begin
						bit_rst = 1;
						ns = COMP;
					end
					else	
						ns = TRANS;
				end
			TRANS:
				begin  
					if(baud_cnt >= BAUD_CNT_MAX) begin
						bdcnt_rst = 1;
						shift_enable = 1;
						ns = CHK_BIT_CNT;
					end
				end
			COMP:
				begin  
					if(tx_req == 0)	begin
						tx_ack = 1;
						ns = CHK_REQ;
					end
				end
		endcase
	end
endmodule

==> results.cfg <==
; yosys + openroad results
[outcome]
result_of_the_run = completed

[yosys]
synth_chip_area_sq_um = 85800
topCellsByArea = sky130_fd_sc_hd__edfxtp_1 72%, sky130_fd_sc_hd__mux4_2 13%, sky130_fd_sc_hd__dfxtp_1 3.5%, sky130_fd_sc_hd__mux2i_1 1.9%, sky130_fd_sc_hd__nor2_1 1.8%
synth_top_area_share_pct = 71.7
synthesis.yosys.warnings = 4
yosys-stat-cells = 4439
synth.top_cells.by_count = 2,049 x sky130_fd_sc_hd__edfxtp_1, 488 x sky130_fd_sc_hd__mux4_2, 414 x sky130_fd_sc_hd__nor2_1
postSynthSeqShare_pct = 75.2
synth_flops = 2199
yosysMostFrequentCell = sky130_fd_sc_hd__edfxtp_1
avgSynthCellArea_sq_um = 19.3
postSynthCellCount = 4439
enable_flop_cells = 2049
yosys.cell_types.count = 70
yosys.area.top_type = sky130_fd_sc_hd__edfxtp_1
yosys_most_used_dff = sky130_fd_sc_hd__edfxtp_1
ys_async_sr_fraction_pct = 0
synth_area_sq_um = 85800

[run]
cap_violations = 0
log.warning_count = 37

[route]
drt_pass1_iterations = 5
drt-total-wl_microns = 236000
antenna_violating_nets_post_route = 0
wire_per_inst_microns = 33.1
drt-vias-per-instance = 6.22
detail_route.iter0.violations = 3272
post-route-drc-count = 0
detailroute.via_count = 44300

[final_timing]
finalHoldViolCount = 0
rsz0062_at_grt = false
worst_hold_slack_ps = 418
setup-violations-final = 0
final_max_slew_viol_count = 0
max_clock_freq_ghz = 0.0776
clock_skew_ps = 33.3
final_worst_path_period_share_pct = 23.1
slew_at_the_pin_with_the_worst_max_slew_slack_ps = 1170
timing.slew.headroom_pct = 22.3
tns_ps = 0
final_critical_delay_including_setup_and_external_delays_ps = 12890

[global_route]
wire_length_of_the_first_global_routing_pass_microns = 339000
number_of_antenna_violations_at_the_first_check_in_global_routing = 5
grt_usage_pct = 31.2
grt.overflow.total = 0
number_of_global_route_vias_before_repair = 47300
grt_max_degree = 128

[power]
sequentialPowerShare_pct = 55.3
powerDensity_nw_per_um2 = 33.2
netSwitchingPower_uw = 625
p_comb_share_pct = 0.2
peakVddDrop_mv = 0.0279
p_int_uw = 2590
power_switching_share_pct = 19.5
pwr-share-clk_pct = 44.5
leakagePower_uw = 0.0304

[worst_setup_path]
critical_path_required_ps = 44640
worstReg2RegEnd = tx_data[1]
ff2ff_setup_slack_ps = 50010
worstPathCellList = clkdlybuf4s50_1
critical_path_depth = 1
startpoint_type = flip-flop
critical_path_arrival_ps = 1730
cpMaxStageDelayCell = sky130_fd_sc_hd__clkdlybuf4s50_1
buffers_inverters_on_critical_path = 1
critical-path-max-stage-delay_ps = 490
critPathKind = reg2out
critical_path_peak_fanout = 5
cp-end-kind = primary output
path_delay_family = buffers and inverters
timing.reg2reg.worst_path_depth = 11

[floorplan]
die_area_sq_um = 173000
die_height_microns = 416
floorplan.die.width_microns = 416
floorplan.core_util_pct = 50.5
placement_rows = 151
boundaryPins = 26
placeable_area_sq_um = 170000

[placed_design]
postPlaceCellArea_sq_um = 89800
number_of_placed_cells_counting_well_taps = 6711
detailed_place_hpwl_microns = 149000
gpl.final_weighted_congestion = 1.02
placement.io_buffers = 25

[clock_tree]
cts.sinks = 2199
clk_root_buffer_cell = sky130_fd_sc_hd__clkbuf_16
cts_buffer_depth = 3
clk_pin_slew_worst_paths_ps = 60
insertion_delay_ps = 850
ctsResizeCount = 0
cts.htree.levels = 4
cts_setup_buffers = 0
cts_hold_buf = 0
tritoncts = yes
tritoncts.num_buffers = 217

[finish]
max_flop_register = reg_file
drive_above_1_share_pct = 23.6
flow.area_growth_from_synthesis_pct = 12.8
largest_reg_flops = 2048
biggestRegsByFlops = reg_file: 2048 flops, baud_cnt: 16 flops, ps: 14 flops
finalInstanceArea_sq_um = 96800
stdcell_count = 7122

[min_path]
holdCritStartpoint = d_signal
min_delay_path_depth = 2
min_to = rx_neg
hp-class = reg2reg
-- how the worst max path moves through the flow --
stage                      start    endpoint  slack (ps)
after global routing  rx_data[3]  rx_data[3]       42810
after CTS             rx_data[3]  rx_data[3]       42840
final                 rx_data[3]  rx_data[3]       42910
-- routing by layer --
metal	share of wire, %	track usage (%)
met1	32	42.0
met2	46	43.4
met3	17	21.9
met4	4.4	10.2
met5	0.28	2.81
-- area by class of cell --
cell class	count	area [sq um]
clock buffer	263	5680
tap	2218	2780
inverter	40	150
sequential	2199	64600
fill	12400	73000
multi-input combinational	1946	19900
antenna	7	17.5
clock inverter	141	1300
timing repair buffer	308	2450
-- power by group through the flow --
stage	Sequential, uW	Combinational [uW]	Clock (uW)
6_report	1780	6.21	1430
5_1_grt	1770	7.08	1510
4_1_cts	1780	6.32	1450
-- per-stage QoR --
step           worst slack (ps)  util (%)  total power (uW)
2_1_floorplan             43210         -              1810
3_3_place_gp              42550      52.9              1820
3_5_place_dp              42610      52.9              1820
4_1_cts                   42840      57.0              3230
5_1_grt                   42810      57.0              3290
6_report                  42910      57.0              3210
-- cells in the final DEF, fill, tap and decap left out, drive strengths merged, types with 15 or more instances in the layout --
| cell type | count |
|---|---|
| xnor2 | 17 |
| a211oi | 28 |
| buf | 284 |
| nand2 | 149 |
| nor4 | 15 |
| xor2 | 24 |
| nand2b | 18 |
| clkinv | 107 |
| nor2 | 414 |
| nor2b | 41 |
| nor3 | 45 |
| clkbuf | 263 |
| nand4 | 23 |
| clkdlybuf4s50 | 24 |
| mux4 | 488 |
| nand3 | 73 |
| edfxtp | 2049 |
| a22oi | 53 |
| mux2i | 163 |
| inv | 48 |
| mux2 | 16 |
| o21ai | 38 |
| a221oi | 16 |
| ha | 32 |
| bufinv | 18 |
| o22ai | 46 |
| a21oi | 77 |
| dfxtp | 150 |
-- cell families after synthesis --
logic type | Yosys count | share of synthesized area [%]
DFF | 2199 | 75.2
and+or+nand+nor | 837 | 4.32
muxes | 667 | 14.9
AOI/OAI and AO/OA | 368 | 2.95
buffers and inverters | 294 | 1.73
xor gates and xnor gates | 41 | 0.418
adders and majority gates | 33 | 0.490
No activity file was given, so power comes from the tool's default toggle rates.
