==> design/flow/design.v <==
module SPI_tx(
	input logic clk,  
	input logic sclk,  
	input logic rst,
	input logic tx_req,
	input logic[15:0] data,
	output logic miso
);
	typedef enum{INIT, START_SPI_TX, SEND_DATA, FINISH} state_t;
	state_t ps, ns;
	logic sclk_negedge;
	negedge_detector negedge_detector_u2(
		.clk(clk),
		.rst(rst),
		.enc_filter(sclk),
		.enc_neg(sclk_negedge)
	);
	logic send_data_counter_reset;
	logic[31:0] send_data_counter;
	always_ff @(posedge clk) begin
		if(rst | send_data_counter_reset)
			send_data_counter <= 32'h00000000;
		else if(sclk_negedge)
			send_data_counter <= send_data_counter + 1;
	end
	always_ff @(posedge clk) begin
		if(rst)
			ps <= INIT;
		else
			ps <= ns;
	end
	logic load_shift_data;
	logic[15:0] shift_data;
	always_ff @(posedge clk) begin
		if(rst)
			shift_data <= 16'h0000;
		else if(load_shift_data)
			shift_data <= data;
		else if(sclk_negedge)
			{miso, shift_data[15:1]} <= shift_data;
	end
	always_comb begin 
		send_data_counter_reset = 0;	
		load_shift_data = 0;
		ns = ps;
		case(ps)
			INIT:
				begin
					send_data_counter_reset = 1;
					ns = START_SPI_TX;
				end
			START_SPI_TX:
				begin  
					if(tx_req == 1) begin
						load_shift_data = 1;
						ns = SEND_DATA;
					end
				end
			SEND_DATA:
				begin  
					if(send_data_counter >= 16) begin
						send_data_counter_reset = 1;
						ns = FINISH;
					end
				end
			FINISH:
				begin
					ns = INIT;
				end
		endcase
	end
endmodule
`timescale 1ns/1ps
module negedge_detector(
	input logic clk,
	input logic rst,
	input logic enc_filter,
	output logic enc_neg
);
	logic s_signal, d_signal;
	always_ff @(posedge clk) begin
		if(rst) begin
			s_signal <= 1'b1;
			d_signal <= 1'b1;
			enc_neg <= 1'b0;
		end
		else begin
			{d_signal, s_signal} <= {s_signal, enc_filter};
			enc_neg <= ~s_signal & d_signal;
		end
	end
endmodule
==> design/flow/run.sh <==
#!/bin/bash
# OpenROAD 26Q1-2900-gdf79404cd8, Yosys 0.63+post, stock flow scripts
make -C /OpenROAD-flow-scripts/flow DESIGN_CONFIG=/design/flow/config.mk WORK_HOME=/design/flow/orfs finish
==> design/flow/config.mk <==
export PLATFORM = sky130hd
export DESIGN_NAME = SPI_tx
export DESIGN_NICKNAME = SPI_tx
export VERILOG_FILES = /design/flow/design.v
export SDC_FILE = /design/flow/constraint.sdc
export NUM_CORES = 4
export LEC_CHECK = 1
export CORE_UTILIZATION = 40
==> design/flow/constraint.sdc <==
current_design SPI_tx

set clk_period 5.2
set clk_io_pct 0.2

create_clock -name clk0 -period $clk_period [get_ports {clk}]

set non_clock_inputs [all_inputs -no_clocks]
set_input_delay [expr $clk_period * $clk_io_pct] -clock clk0 $non_clock_inputs
set_output_delay [expr $clk_period * $clk_io_pct] -clock clk0 [all_outputs]
==> datasheet_impl.txt <==
Summary of implementation characteristics

Parameter                              Value

Outcome
  Run status .................. finished clean

Routing
  Iteration tally of the first detailed-router pass .................. 4
  Detailed-route wire length .................. between 4000 and 5000 microns
  DRC violation total after the first TritonRoute iteration .................. just over 70
  DRC violation count after routing .................. 0
  Routed length per placed instance .................. 13.3 microns
  Antenna diode instance count .................. 0
  Mean number of vias per cell .................. around 5.6
  Vias post-DR .................. between 2000 and 2500
  DRT antenna net count .................. 0

Cells and area
  Final non-filler cell total .................. between 300 and 400
  Sequential Area .................. between 1000 and 1500 sq um
  Summed area of non-filler cells in the final layout .................. 2940 sq um
  Multi-input combinational cell area .................. 1350 sq um
  Share of post-route cells with drive strength above 1 .................. ~6%
  Area delta synth->final .................. 13.5%
  Core utilization of the finished layout .................. roughly half
  Fillers .................. between 500 and 600

Logic synthesis
  Post-synth seq share .................. between 40% and 50%
  Netlist area before placement .................. ~2600 sq um
  Per-instance average area after synthesis .................. about 9.0 sq um
  Count of mapped cells out of synthesis .................. between 200 and 300
  Synth Warn # .................. 2
  Synthesized chip area reported by yosys .................. between 2000 and 3000 sq um
  Post-synth regs .................. 56
  Number of distinct library cell variants in the gate-level netlist after synthesis .................. 33
  Cell count in the Yosys report .................. 289

Clock tree
  Clock tree from TritonCTS .................. built
  Skew-Pair Late Insertion Delay .................. approximately 310 ps
  Number of buffers created by CTS .................. 5
  Number of sinks on the clock net .................. roughly 56
  Clock root cell .................. sky130_fd_sc_hd__clkbuf_8
  Number of H-tree levels .................. 2
  Setup repair bufs after CTS .................. 0
  Resize count post-CTS .................. 0
  Clock input transition at the sequential cells of the worst setup and hold paths .................. 90 ps
  Number of hold buffers added after cts .................. 0
  Clk buf depth .................. 2

Global routing
  Vias in the first global route .................. roughly 1800
  Pin count of the biggest net entering global routing .................. 33
  Total gr overflow .................. 0
  Global router's overall resource usage .................. ~16%
  Initial antenna violation count .................. 0
  Global-route wire length before repair .................. about 8400 microns

Min path
  Worst Hold Depth .................. 2
  Path class of the lowest-slack min-delay path .................. reg -> reg
  Worst min-delay path endpoint .................. negedge_detector_u2.enc_neg$_SDFF_PP0_
  Beginning of the worst hold path .................. negedge_detector_u2.d_signal$_SDFF_PP1_

STA
  Crit share post-route .................. between 50% and 60%
  Final count of pins violating max slew .................. 0
  Final Critical Period .................. between 2000 and 3000 ps
  Worst-margin pin slew .................. between 700 and 800 ps
  Setup Skew .................. roughly 10 ps
  Endpoints failing setup .................. 0
  Final setup margin .................. ~2500 ps
  Count of endpoints failing hold in the final timing report .................. 0
  Upper clock frequency limit .................. approximately 0.38 GHz
  Sum of negative setup slack .................. 0 ps
  Tightest slew margin relative to the limit .................. between 40% and 50%
  RSZ-0062 raised after global routing .................. no

Die
  Number of top-level pins .................. 21
  Total die size .................. a little under 7000 sq um
  Vert. Die Dim .................. around 82 microns
  Effective utilization at floorplan .................. 42.5%
  Placeable Area .................. between 6000 and 7000 sq um
  FP Rows .................. 28
  Width of the die .................. approximately 82 microns

Setup path
  Critical path's top delay family .................. simple AND/OR/NAND/NOR gates
  Cells traversed along the worst timing path .................. buf_4 > nand4_2 > or4_1 > or4_1 > a211oi_1
  Combined buffer and inverter count along the critical path .................. 1
  Critical path capture point type .................. register
  FF-to-FF setup slack .................. about 2500 ps
  Worst r2r path cells .................. 5
  Critical Path RT .................. 5420 ps
  Most frequent CP cell .................. sky130_fd_sc_hd__or4_1
  CP max stage delay .................. roughly 900 ps
  Capture instance of the worst register-to-register path .................. send_data_counter[25]$_SDFFE_PP0P_
  RR Startpoint .................. negedge_detector_u2.enc_neg$_SDFF_PP0_
  Max FO, Critical Path .................. 22
  Kind of start point of the critical path .................. register
  Slowest library cell on the worst path .................. sky130_fd_sc_hd__or4_1
  Start-to-end type of the worst setup path .................. reg -> reg
  Worst path arrival time .................. 2870 ps

Place
  Pre-CTS setup slack .................. about 2600 ps
  Number of cells after detailed placement .................. around 370
  DP HPWL .................. ~3300 microns
  Placer congestion estimate .................. ~0.74
  Post-place instance area .................. ~2800 sq um
  Count of buffers inserted at the top-level ports .................. 20

Pwr
  Power per standard cell area .................. between 200 and 300 nW/um^2
  Leakage power total .................. roughly 0.89 nW
  IR Drop Worst-Case VDD .................. 0.127 mV

Flow run
  Number of maximum-capacitance violations .................. 0
  Number of warnings the tools reported .................. 27
==> worst max-delay path by stage <==
| stage | start | to | depth (start not counted) |
|---|---|---|---|
| 4_1_cts | negedge_detector_u2.enc_neg$_SDFF_PP0_ | send_data_counter[25]$_SDFFE_PP0P_ | 5 |
| 5_1_grt | negedge_detector_u2.enc_neg$_SDFF_PP0_ | send_data_counter[25]$_SDFFE_PP0P_ | 5 |
| 6_report | negedge_detector_u2.enc_neg$_SDFF_PP0_ | send_data_counter[25]$_SDFFE_PP0P_ | 5 |
==> cells in the final DEF (no fill, tap or decap), drive strengths merged, types with 10 or more instances in the layout <==
master | synthesis | layout
nor4 | 11 | 11
nand2 | 12 | 12
nand4 | 13 | 13
nand3 | 12 | 12
o21ai | 12 | 12
xnor2 | 10 | 10
nor2 | 21 | 21
mux2i | 16 | 16
nor3 | 16 | 16
clkdlybuf4s50 | 0 | 20
dfxtp | 55 | 55
a211oi | 33 | 33
==> metrics by stage <==
step	total power, mW	hold slack [ps]
final	0.775	416
after global routing	0.811	432
after CTS	0.787	414
after detailed placement	0.502	400
after global placement	0.502	392
after floorplan	0.482	389
==> logic make-up after synthesis <==
logic type / synth area share (%)
xor gates and xnor gates: 4.40
AOI/OAI and AO/OA: 14.6
adders and majority gates: 0.966
muxes: 6.19
and+or+nand+nor: 26.0
DFF: 43.7
buffers and inverters: 4.16
==> registers in the layout (all words and copies together), names as in the netlist <==
signal,count
send_data_counter,32
shift_data,16
ps,4
miso,1
negedge_detector_u2.d_signal,1
negedge_detector_u2.enc_neg,1
negedge_detector_u2.s_signal,1
==> synth_stat cells, drive strengths merged <==
| master | instances | share of area, % |
|---|---|---|
| a211oi | 33 | 9.6 |
| a21oi | 2 | 0.39 |
| and2 | 3 | 0.73 |
| and3b | 1 | 0.34 |
| and4 | 5 | 1.7 |
| buf | 3 | 0.53 |
| clkbuf | 19 | 2.8 |
| dfxtp | 55 | 43 |
| edfxtp | 1 | 1.2 |
| ha | 2 | 0.97 |
| inv | 6 | 0.87 |
| mux2i | 16 | 6.2 |
| nand2 | 12 | 1.7 |
| nand3 | 12 | 2.3 |
| nand3b | 2 | 0.58 |
| nand4 | 13 | 3.6 |
| nand4b | 2 | 0.68 |
| nor2 | 21 | 3.0 |
| nor2b | 1 | 0.24 |
| nor3 | 16 | 3.1 |
| nor4 | 11 | 2.7 |
| o21a | 1 | 0.29 |
| o21ai | 12 | 2.3 |
| o31a | 1 | 0.34 |
| o31ai | 6 | 1.7 |
| or2 | 4 | 0.97 |
| or3 | 8 | 1.9 |
| or4 | 8 | 2.3 |
| xnor2 | 10 | 3.4 |
| xor2 | 3 | 1.0 |
==> power breakdown <==
group | switching [mW] | internal [mW] | total [mW]
clock | 0.140 | 0.143 | 0.282
sequential | 0.00553 | 0.441 | 0.446
combinational | 0.0207 | 0.0256 | 0.0463
==> layout make-up <==
| type | count | share of cell area [%] |
|---|---|---|
| clock buffers | 5 | 2.34 |
| clock inverters | 3 | 1.45 |
| inverters | 6 | 0.766 |
| multi-input cells | 205 | 45.9 |
| flip-flops and latches | 56 | 38.5 |
| well taps | 75 | 3.19 |
| repair buffers | 24 | 7.83 |
==> tightest hold or removal path: stages (launching register included) <==
cell                      delay, ps
sky130_fd_sc_hd__dfxtp_1        310
sky130_fd_sc_hd__inv_1           40
sky130_fd_sc_hd__nor2_1          30
==> per-layer routing <==
| layer | GRT usage (%) | vias up | wire length [microns] |
|---|---|---|---|
| met1 | 24.5 | 969 | 2590 |
| met4 | 1.93 | 0 | 70 |
| met3 | 2.23 | 8 | 106 |
| li1 | - | 1108 | - |
| met5 | 0 | - | 0 |
| met2 | 25.1 | 17 | 2230 |
No activity file was given, so power comes from the tool's default toggle rates.
