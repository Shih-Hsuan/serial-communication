==> ./design.v <==
`timescale 1ns/1ps
module SPI_rx(
	input logic clk,  
	input logic sclk,  
	input logic rst,
	input logic ssn,  
	input logic mosi,  
	output logic[7:0] address,
	output logic[15:0] data,
	output logic[15:0] read_data,
	output logic read_en,
	output logic write_en,
	output logic tx_req
);
	logic rx_finish;
	typedef enum{INIT, START_SPI_RX, RECEIVE_ADDRESS, DUMMY, CHECK_COMMAND, RECEIVE_DATA, TX_REQ, FINISH, WRITE} state_t;
	state_t ps, ns;
	logic ssn_negedge;
	negedge_detector negedge_detector_u1(
		.clk(clk),
		.rst(rst),
		.enc_filter(ssn),
		.enc_neg(ssn_negedge)
	);
	logic sclk_posedge;
	posedge_detector posedge_detector_u1(
		.clk(clk),
		.rst(rst),
		.enc_filter(sclk),
		.enc_pos(sclk_posedge)
	);
	always_ff @(posedge clk) begin
		if(rst)
			ps <= INIT;
		else
			ps <= ns;
	end
	logic receive_data_counter_reset;
	logic[31:0] receive_data_counter;
	always_ff @(posedge clk) begin
		if(rst | receive_data_counter_reset)
			receive_data_counter <= 32'h00000000;
		else if(sclk_posedge)
			receive_data_counter <= receive_data_counter + 1;
	end
	logic[15:0] shift_data;
	always_ff @(posedge clk) begin 
		if(rst)
			shift_data <= 16'h0000;
		else if(sclk_posedge)  
			shift_data <= {shift_data[14:0], mosi};
	end
	logic command;
	logic load_address, load_data, load_command;
	always_ff @(posedge clk) begin
		if(rst) begin
			address <= 8'h00;
			data <= 16'h0000;
			command <= 1'b0;
		end
		else if(load_address)
			address <= shift_data[7:0];
		else if(load_data)
			data <= shift_data;
		else if(load_command)
			command <= shift_data[7];
	end
	logic[15:0] reg_file [255:0];
	always_ff @(posedge clk) begin
		if(write_en)
			reg_file[address] <= data;
		else 
			read_data <= reg_file[address];
	end
	always_comb begin
		receive_data_counter_reset = 0;
		load_address = 0;
		load_command = 0;
		load_data = 0;
		write_en = 0;
		read_en = 0;
		tx_req = 0;
		rx_finish = 0;
		ns = ps;
		case(ps)
			INIT: 
				begin
					receive_data_counter_reset = 1;
					ns = START_SPI_RX;
				end
			START_SPI_RX:
				begin
					if(ssn_negedge) begin 
						receive_data_counter_reset = 1;
						ns = RECEIVE_ADDRESS;
					end
				end
			RECEIVE_ADDRESS:
				begin
					if(receive_data_counter >= 8) begin
						load_address = 1;
						ns = DUMMY;
					end
				end
			DUMMY:
				begin
					if(receive_data_counter >= 16) begin
						load_command = 1;
						receive_data_counter_reset = 1;
						ns = CHECK_COMMAND;
					end
				end
			CHECK_COMMAND:
				begin
					if(command == 0) begin
						ns = RECEIVE_DATA;
					end
					else if(command == 1) begin
						ns = TX_REQ;
					end
				end
			RECEIVE_DATA:
				begin
					if(receive_data_counter >= 16) begin
						load_data = 1;
						receive_data_counter_reset = 1;
						ns = WRITE;
					end
				end
			WRITE:
				begin
					write_en = 1;
					ns = FINISH;
				end
			TX_REQ: 
				begin
					tx_req = 1;
					ns = FINISH;
				end
			FINISH:
				begin
					rx_finish = 1;
					ns = INIT;
				end
		endcase
	end
endmodule
`timescale 1ns/1ps
module negedge_detector(
	input logic clk,
	input logic rst,
	input logic enc_filter,
	output logic enc_neg
);
	logic s_signal, d_signal;
	always_ff @(posedge clk) begin
		if(rst) begin
			s_signal <= 1'b1;
			d_signal <= 1'b1;
			enc_neg <= 1'b0;
		end
		else begin
			{d_signal, s_signal} <= {s_signal, enc_filter};
			enc_neg <= ~s_signal & d_signal;
		end
	end
endmodule
`timescale 1ns/1ps
module posedge_detector(
	input logic clk,
	input logic rst,
	input logic enc_filter,
	output logic enc_pos
);
	logic s_signal, d_signal;
	always_ff @(posedge clk) begin
		if(rst) begin
			s_signal <= 1'b1;
			d_signal <= 1'b1;
			enc_pos <= 1'b0;
		end
		else begin
			{d_signal, s_signal} <= {s_signal, enc_filter};
			enc_pos <= s_signal & ~d_signal;
		end
	end
endmodule
==> ./run.sh <==
#!/bin/bash
# OpenROAD 26Q1-2900-gdf79404cd8, Yosys 0.63+post, stock flow scripts
make -C /OpenROAD-flow-scripts/flow DESIGN_CONFIG=/design/flow/config.mk WORK_HOME=/design/flow/orfs finish
==> ./config.mk <==
export PLATFORM = sky130hd
export DESIGN_NAME = SPI_rx
export DESIGN_NICKNAME = SPI_rx
export VERILOG_FILES = /design/flow/design.v
export SDC_FILE = /design/flow/constraint.sdc
export NUM_CORES = 4
export LEC_CHECK = 1
export CORE_UTILIZATION = 30
==> ./constraint.sdc <==
current_design SPI_rx

set clk_period 92.9
set clk_io_pct 0.2

create_clock -name clk0 -period $clk_period [get_ports {clk}]

set non_clock_inputs [all_inputs -no_clocks]
set_input_delay [expr $clk_period * $clk_io_pct] -clock clk0 $non_clock_inputs
set_output_delay [expr $clk_period * $clk_io_pct] -clock clk0 [all_outputs]
==> impl_metrics.py <==
# Auto-generated metrics
metrics = {
    "routing": {
        "drc_errors": 0,
        "wl_per_cell_um": 27.87,
        "vias": 76078,
        "first_pass_iters": 5,
        "first_iter_violations": 5426,
        "ant_nets": 0,
        "routed_via_density": 5.089,
        "routed_wirelength_mm": 416.7,
    },
    "clock_tree": {
        "path_clk_slew_ns": 0.06,
        "tritoncts": "yes",
        "cts_sinks": 4200,
        "h-tree-depth": 5,
        "ctsHoldBuffers": 0,
        "clk_latency_ns": 1.03,
        "root_buffer": "clkbuf_16",
        "ctsLongestPathBuffers": 4,
        "numCtsBuffers": 413,
        "postCtsSetupRepairBufs": 0,
        "cts_resized": 0,
    },
    "worst_setup_path": {
        "worst_setup_path_start_kind": "register",
        "crit_family": "buffers and inverters",
        "arrival_ns": 2.52,
        "critPathMaxFanout": 58,
        "path_cells": "clkdlybuf4s50_1",
        "worst-path-buf-inv": 1,
        "cp.required_ns": 74.32,
        "cpPeakStageDelay_ns": 0.78,
        "worstSetupPathType": "register to output port",
        "endpoint_kind": "output port",
        "critPathSlowestCell": "clkdlybuf4s50_1",
    },
    "synthesis": {
        "postSynthSeqShare_pct": 78.80,
        "ys.flops": 4200,
        "synthFlopType": "edfxtp_1",
        "ys_types": 39,
        "synthCells": 7087,
        "yosys-stat-cells": 7087,
        "yosysWarnings": 3,
        "syn-cell-area_sq_um": 158900,
        "postSynth.asyncResetShare_pct": 0,
        "yosysChipArea_sq_um": 158900,
        "syn_avg_cell_area_sq_um": 22.43,
        "edf_count": 4112,
    },
    "timing": {
        "final.min_clock_period_ns": 21.10,
        "finalCritPeriodShare_pct": 22.71,
        "timing.final.ws_setup_ns": 71.80,
        "drv_slew": 0,
        "worst_pin_slew_ns": 1.254,
        "setup_violations": 0,
        "rsz0062_at_grt": "no",
        "finalClockSkew_ns": 0.1263,
        "final_hold_viol_count": 0,
        "max_freq_ghz": 0.04740,
        "timing.setup.tns_ns": 0,
        "relSlewSlack_pct": 16.39,
        "holdWs_ns": 0.3909,
    },
    "floorplan": {
        "num_rows": 266,
        "dieHeight_um": 729.9,
        "initial_utilization_pct": 30.21,
        "die_w_um": 729.9,
        "coreArea_sq_um": 526200,
        "boundaryPins": 48,
        "die_area_sq_um": 532700,
    },
    "global_route": {
        "grt_usage_pct": 16.81,
        "grt_pass1_vias": 84571,
        "grt_overflow": 0,
        "grt_pass1_wl_mm": 597.5,
        "grt_max_degree": 129,
        "antenna_found_initial": 13,
    },
    "power": {
        "p_int_mw": 2.942,
        "vdd_ir_drop_max_mv": 0.01672,
        "p_leak_nw": 55.57,
        "p_per_area_nw_per_um2": 19.86,
        "power_frac_comb_pct": 0,
        "power_mw": 3.645,
        "power_frac_seq_pct": 56.2,
        "clkPwrFrac_pct": 43.8,
        "switching_share_pct": 19.29,
        "p_sw_uw": 703.2,
    },
    "finish": {
        "lay_top_cells": "edfxtp_1 (4112), mux4_2 (1024), buf_4 (520)",
        "flop_area_sq_um": 125300,
        "fillers": 47149,
        "drive_gt1_share_pct": 27.49,
        "synthToLayoutAreaGrowth_pct": 15.45,
        "stdcell_area_sq_um": 183500,
        "area.combinational_sq_um": 32050,
        "final_common_cell": "edfxtp_1",
    },
    "flow_run": {
        "warnings": 40,
        "maxCapViolCount": 0,
    },
    "place": {
        "place_congestion": 0.8639,
        "pre_cts_slack_ns": 72.36,
        "postPlaceCellArea_sq_um": 170600,
        "place_hpwl_mm": 249.7,
        "io_buffers": 46,
    },
    "worst_hold_path": {
        "hold_path_class": "register to register",
    },
    "status": {
        "status": "complete, no violations",
    },
}
==> path summary, 6_finish.rpt <==
path	from	end	slack (ns)	depth (start not counted)
worst max register to register	address[0]$_SDFFE_PP0P_	read_data[1]$_DFFE_PN_	85.57	12
worst min-delay path	posedge_detector_u1.d_signal$_SDFF_PP1_	posedge_detector_u1.enc_pos$_SDFF_PP0_	0.39	1
worst min register to register	posedge_detector_u1.d_signal$_SDFF_PP1_	posedge_detector_u1.enc_pos$_SDFF_PP0_	0.39	1
worst max-delay path	data[2]$_SDFFE_PP0P_	data[2]	71.80	1
==> Yosys cell counts (5+ instances only) <==
master       n  share of area (%)
buf_2       87               0.27
nand3_1     29              0.091
mux4_2    1024                 15
or2_2        7              0.028
and3_1       6              0.024
xnor2_1     15              0.083
nor4_1      12              0.047
a21oi_1    264               0.83
nor2b_1      9              0.035
buf_4       21              0.099
edfxtp_1  4112                 78
nor2_1     312               0.74
dfxtp_1     88                1.1
a22oi_1    512                2.4
inv_1        9              0.021
buf_6       18               0.13
nand4_1     26               0.10
clkbuf_1   269               0.64
buf_1       44               0.10
xor2_1      11              0.061
nor3_1      33               0.10
o41ai_1     64               0.35
mux2i_1     42               0.26
nand2_1     39              0.092
nand2b_1     5              0.020
==> area by class of cell <==
type	count	area share, %
Sequential cell	4200	68.29
Multi-Input combinational cell	2439	17.47
Clock buffer	519	5.924
Tap cell	6968	4.751
Timing Repair Buffer	573	2.452
Inverter	9	0.01841
Antenna cell	9	0.01227
Clock inverter	233	1.081
==> metal layers <==
| metal | routed length [um] | vias up | GRT usage, % | part of all wire, % |
|---|---|---|---|---|
| met5 | 1648 | - | 2.386 | 0.40 |
| met4 | 16230 | 32 | 5.174 | 3.9 |
| met3 | 81900 | 716 | 15.57 | 20 |
| met2 | 191500 | 5459 | 24.68 | 46 |
| met1 | 125500 | 38424 | 16.67 | 30 |
| li1 | - | 31447 | - | - |
==> cell families (layout without fill, tap and decap cells) <==
family | count (synthesis) | count (layout) | share of synthesized area, %
flip-flops | 4200 | 4200 | 78.80
multiplexers | 1066 | 1066 | 14.77
AND-OR/OR-AND | 851 | 851 | 3.654
AND/OR/NAND/NOR | 493 | 493 | 1.349
buffers and inverters | 448 | 1334 | 1.261
XOR/XNOR | 26 | 26 | 0.1433
adder cells (fa/ha/maj) | 2 | 2 | 0.01574
other | 1 | 10 | 0.002359
==> per-stage QoR <==
step	instances	utilization [%]
floorplan	7087	-
CTS	14941	34.87
detailed placement	14189	32.42
finish	14950	34.87
global placement	14189	32.42
global route	14943	34.87
==> registers in the layout, summed over array words and instances (netlist names) <==
name / cells
receive_data_counter: 32
posedge_detector_u1.d_signal: 1
negedge_detector_u1.s_signal: 1
read_data: 16
ps: 9
data: 16
negedge_detector_u1.enc_neg: 1
negedge_detector_u1.d_signal: 1
reg_file: 4096
command: 1
address: 8
shift_data: 16
posedge_detector_u1.enc_pos: 1
posedge_detector_u1.s_signal: 1
==> power groups by stage <==
stage | Combinational [mW] | Sequential [mW] | Clock (mW)
6_report | 0.00154 | 2.05 | 1.60
5_1_grt | 0.00168 | 2.05 | 1.69
4_1_cts | 0.00157 | 2.05 | 1.62
Power is estimated from default activity; no workload was simulated.
